==> /design/flow/design.v <==
module wb_sram #(
	parameter mem_file_name = "none",
	parameter adr_width = 11
) (
	input             clk_i, 
	input             rst_i,
	input             wb_stb_i,
	input             wb_cyc_i,
	input             wb_we_i,
	output            wb_ack_o,
	input      [31:0] wb_adr_i,
	output reg [31:0] wb_dat_o,
	input      [31:0] wb_dat_i,
	input      [ 3:0] wb_sel_i,
	output reg [31:0] sram_data
);
parameter word_width = adr_width - 2;
parameter word_depth = (1 << word_width);
reg            [31:0] ram [0:word_depth-1];     
reg                   ack;
wire [word_width-1:0] adr;
assign adr        = wb_adr_i[adr_width-1:2];       
assign wb_ack_o   = wb_stb_i & ack;
always @(posedge clk_i)
begin
	if (rst_i) begin
		ack    <= 0;
	end else
		ack    <= 0;	
	if (wb_stb_i && wb_cyc_i) 
	begin
		if (wb_we_i) 
			ram[ adr ] <= wb_dat_i;
		wb_dat_o <= ram[ adr ];
		sram_data <= ram[ adr ];
		ack <= ~ack;
	end else
		ack <= 0;
end
initial 
begin
	if (mem_file_name != "none")
	begin
		$readmemh(mem_file_name, ram);
	end
end
endmodule
==> /design/flow/run.sh <==
#!/bin/bash
# OpenROAD 26Q1-2900-gdf79404cd8, Yosys 0.63+post, stock flow scripts
make -C /OpenROAD-flow-scripts/flow DESIGN_CONFIG=/design/flow/config.mk WORK_HOME=/design/flow/orfs finish
==> /design/flow/config.mk <==
export PLATFORM = sky130hd
export DESIGN_NAME = wb_sram
export DESIGN_NICKNAME = wb_sram
export VERILOG_FILES = /design/flow/design.v
export SDC_FILE = /design/flow/constraint.sdc
export NUM_CORES = 4
export LEC_CHECK = 1
export CORE_UTILIZATION = 50
export SYNTH_MEMORY_MAX_BITS = 65536
==> /design/flow/constraint.sdc <==
current_design wb_sram

set clk_period 153.1
set clk_io_pct 0.2

create_clock -name clk0 -period $clk_period [get_ports {clk_i}]

set non_clock_inputs [all_inputs -no_clocks]
set_input_delay [expr $clk_period * $clk_io_pct] -clock clk0 $non_clock_inputs
set_output_delay [expr $clk_period * $clk_io_pct] -clock clk0 [all_outputs]
==> run summary <==
Physical implementation

The worst setup path is captured at an output pin. The post-CTS hold buffer count recorded in the log is 0. The run finished, with violations left.

In this run, CTS created clock tree buffers numbering 1,683. IR analysis of the VDD net gives a maximum drop of 0.0111 mV. Per the OpenROAD floorplan log, the height of the die is between 1 and 1.5 mm.

The worst clock skew is 0.129 ns. The number of global-route vias before repair is 336,321. The biggest area contributor in the post-synthesis netlist is edfxtp_1. The commonest register cell is edfxtp_1. The number of stages on the worst hold path is 1.

Along the worst path, the maximum fanout reaches 2. In this run, the synthesized area fraction spent on adder and majority cells is recorded as 0. In this run the layout overhead on the synthesized area is reported as 14.0%.

The largest individual stage delay along the critical path comes from the cell clkdlybuf4s50_1. Summed over all layers, the global routing overflow is 0. The mapped netlist covers 625,000 um2. The mux share of post-synthesis cell area is 0.149.

The I/O pin count is roughly 140. The worst-case headroom to the max-slew limit is -0.0122. In this run, synthesis inferred roughly 16,000 flip-flops with an integrated enable. The final timing report lists a hold violation count of 0. Of the cells placed in the final design, the portion with a size suffix greater than 1 is 0.268. The biggest cell delay along the critical path is ~0.47 ns. The count of warnings emitted by yosys is 1. The worst reg2reg path startpoint is ram[319][10]. The finished cells cover 712,000 um2. The report lists the number of cells resized after CTS as 0. Traced cell by cell, the critical path runs through clkdlybuf4s50_1 > and2_1 > clkdlybuf4s50_1. The remaining design rule violation count is 0.

The number of cells on the worst reg-to-reg path is 8. Counting every instance in the synthesized netlist gives approximately 28,000. The area share of the largest cell type after synthesis is 0.789.

Setup repair after global routing left no endpoint under its margin. The starting density of the core is 0.501. In the layout the commonest cells are 16,416 x edfxtp_1, 3,271 x mux4_2, 2,035 x buf_4.

The reg-to-reg endpoint is sram_data[10]. Per the synth log, the flip-flop and latch total comes to 16,417. Summed over all failing endpoints, the final setup total negative slack is 0 ns. Warnings raised by the tools during the run amount to between 50 and 60. The clock tree root buffer cell is clkbuf_16. The share of async-settable or async-resettable flops after synthesis is 0.

RePlAce ended its routability-driven mode at a weighted congestion of 1.01. The detailed router reported a total wirelength of 2070 mm. The detailed router placed 314,107 vias in this run. The number of antenna violations at the first check in global routing is approximately 230.

At the later pin of the worst-skew pair, clock insertion delay measures about 1.4 ns. After floorplanning, the die was sized to cover 1,250,000 um2. Dividing the synthesized area by the synthesized cell count gives about 22 um2.

The max-slew violation count is 1. By instance count after routing, the leading logic cell type is edfxtp_1. Per the synthesis report, the XOR/XNOR share of the synthesized area is 0.

The clock tree from TritonCTS is built. The number of different library cells in the post-synthesis netlist is between 80 and 90. The filler-free cell count of the finished design is 48,676.

The slew at the pin with the worst max-slew slack is 1.48 ns. The number of H-tree levels is 7. The initialized floorplan defines about 410 standard-cell rows. Power spread over the standard cell area amounts to 13.0 nW/um2. The placement report lists the number of port buffers as 109.

The worst-case clock buffer depth is 6. The path class of the tightest hold or removal check is flip-flop to flip-flop. The kind of critical path is primary input to output pin. The maximum number of pins on one net before global-route repair is 93. For this run, the detailed router reports a per-instance via density of 6.45. The CTS clock-pin slew for the worst setup and hold paths is ~0.05 ns.

The proportion of synthesized chip area in sequential cells is 0.789. Data arrives at the worst endpoint at 31.66 ns. The fmax is 16.1 MHz. The total routing resource utilization after global routing is 0.376. The standard cell area after detailed placement is 660,000 um2. The die width is between 1 and 1.5 mm. The worst setup path is launched from a primary input. The static leakage is 224 nW. OpenSTA lists the critical path startpoint as wb_stb_i. The global-route wire length before repair is 2790 mm. The required time reported for the critical path endpoint is 122.48 ns. After floorplanning, the core was sized to cover 1,250,000 um2. The timing report shows the most common cell along the critical path to be clkdlybuf4s50_1. Ranked by total cell area, the synthesized netlist is headed by edfxtp_1 79%, mux4_2 12%, mux2i_1 2.8%. The final period demand of the worst path is 62.28 ns. The count of nets left with antenna violations once routing finished came out at 0. Per the Yosys statistics, synthesis produced 28,264 cells.

The count of endpoints failing setup in the final report is 0. The and-or/or-and share of the synthesized area is 0.0324. The first routing iteration left 24,654 violations.

The area fraction in and, or, nand and nor cells after synthesis is 0.0160. The clock drives between 15,000 and 20,000 sinks. The post-CTS setup-driven buffer insertion count is 0.

According to the timing report, the critical path is captured at wb_ack_o. The count of TritonRoute iterations in the first routing pass is 7. After detailed routing, the average wire length per cell comes to between 40 and 50 um. After detailed placement, the design holds a cell count of ~45,000. Of the combinational cells, the family taking the most area is multiplexers.

Dividing the final minimum period by the clock period gives 0.407. In the placement report, post-DP HPWL is listed as approximately 1300 mm. In the synthesis report, Yosys lists the chip area as between 600,000 and 700,000 um2.

The final reports fail on max-capacitance violations, max-slew violations. The timing report gives the worst reg2reg path a setup slack of around 150 ns. The number of violations of the max-capacitance limit is 1.
## worst min-delay path by stage
stage                 endpoint  slack (ns)  from
after CTS                  ack        0.41   ack
after global routing       ack        0.44   ack
final                      ack        0.41   ack
## synth_stat cells (59+ instances only)
cell type  instances
mux2_2           144
mux4_2          3271
a31oi_1           83
buf_4            205
a221oi_1         289
nor2_1           667
buf_1            138
edfxtp_1       16416
nand4_1          197
a22oi_1          775
nor3_1           207
mux2i_1         1748
o22ai_1          509
o21ai_0          275
clkbuf_1         593
nand3_1          150
buf_6             60
a21oi_1          406
buf_2            688
nand2_1          566
and4_1            59
a22o_1           147
## cells by family (layout without fill, tap and decap cells)
| family | count (synthesis) | count (layout) |
|---|---|---|
| compound gates | 2889 | 2889 |
| buf+inv | 1688 | 5147 |
| flops | 16417 | 16417 |
| mux | 5170 | 5170 |
| other cells | 0 | 473 |
| simple gates | 2100 | 2100 |
## state kept, by name (all words and copies together), names as in the netlist
signal     cells
ram        16384
ack            1
sram_data     32
## layer usage
metal / share of wire / track usage
met1: 0.26 / 0.394
met2: 0.42 / 0.470
met3: 0.24 / 0.384
met4: 0.067 / 0.179
met5: 0.011 / 0.166
## through the flow
stage,hold WS [ns],total power [mW],util,setup WS [ns]
3_3_place_gp,0.400,5.47,0.530,90.79
2_1_floorplan,0.384,5.24,-,91.76
5_1_grt,0.438,9.48,0.571,90.78
4_1_cts,0.413,9.29,0.571,90.80
6_report,0.411,9.27,0.572,90.82
3_5_place_dp,0.405,5.48,0.530,90.81
## final cells by class
type	count	area (um2)
diodes	473	1180
clock buffers	2069	44200
clock inverters	887	6780
fillers	87901	534000
inverters	3	26.3
multi-input cells	10159	129000
flip-flops and latches	16417	493000
well taps	16480	20600
repair buffers	2188	17400
## critical path, delay by kind of cell
family	cells	cell delay, ns
simple gates	1	0.12
buf+inv	2	0.92
## where the power goes
part / total (mW) / switching, mW / leakage [nW] / internal [mW]
Combinational: 0.446 / 0.312 / 51.3 / 0.134
Clock: 3.87 / 1.67 / 25.0 / 2.21
Sequential: 4.95 / 0.00207 / 147 / 4.95
Power and IR drop assume default switching activity.
